==> design.v <==
module UartController (
  input reset, input clk,
  input         uart_rx,
  output reg    uart_tx,
  input   [3:0] apb_PADDR,
  input         apb_PSEL,
  input         apb_PENABLE,
  output        apb_PREADY,
  input         apb_PWRITE,
  input  [31:0] apb_PWDATA,
  output [31:0] apb_PRDATA,
  output        interrupt
);
  parameter FIFO_SIZE = 1024;
  localparam FBITS = $clog2(FIFO_SIZE);
  reg [8:0] fifo_rx [FIFO_SIZE-1:0];
  reg [7:0] fifo_tx [FIFO_SIZE-1:0];
  reg [FBITS-1:0] rx_ina, rx_outa, tx_ina, tx_outa;
  reg [8:0] rx_outv;
  reg [7:0] tx_outv;
  reg rx_empty, tx_empty;
  reg tx_full;
  reg rx_err;
  assign interrupt = ~rx_empty;
  always @(posedge clk) begin
    rx_outv <= fifo_rx[rx_outa];
    tx_outv <= fifo_tx[tx_outa];
    rx_empty <= rx_ina == rx_outa;
    tx_empty <= tx_ina == tx_outa;
    tx_full <= tx_ina + 1'b1 == tx_outa;
  end
  reg selbuf_conf;
  reg selbuf_receiver;
  reg selbuf_transmitter;
  reg pwrite_buf;
  reg [15:0] divisor;
  reg use_parity;
  reg parity_odd;
  reg cstopb;
  reg uart_rx_buf = 0;
  always @(posedge clk) uart_rx_buf <= uart_rx;
  reg [3:0] read_bit_num = 0;
  reg [15:0] read_state = 0;
  reg [8:0] read_data = 0;
  reg [3:0] write_bit_num = 0;
  reg [15:0] write_state = 0;
  reg [8:0] write_data = 0;
  assign apb_PREADY = ~selbuf_conf | (tx_empty && write_bit_num == 0) | ~pwrite_buf;
  assign apb_PRDATA = selbuf_conf     ? {13'b0, cstopb, parity_odd, use_parity, divisor} :
                      selbuf_receiver ? {rx_empty, 21'b0, rx_err, rx_outv} :
                                        {tx_full, 31'b0};
  wire rx_err_clear = selbuf_receiver & apb_PENABLE & pwrite_buf;
  always @(posedge clk) begin
    pwrite_buf <= apb_PWRITE;
    if (reset) begin
      divisor <= 16'd1;
      use_parity <= 0;
      cstopb <= 0;
      selbuf_conf <= 0;
      selbuf_receiver <= 0;
      selbuf_transmitter <= 0;
      rx_ina <= 0;
      rx_outa <= 0;
      rx_err <= 0;
      tx_ina <= 0;
      tx_outa <= 0;
      read_bit_num <= 0;
      read_state <= 0;
      write_bit_num <= 0;
      write_state <= 0;
      uart_tx <= 1;
    end else begin
      selbuf_receiver <= apb_PSEL && apb_PADDR[3:2] == 2'd0;
      selbuf_transmitter <= apb_PSEL && apb_PADDR[3:2] == 2'd1;
      selbuf_conf <= apb_PSEL && apb_PADDR[3:2] == 2'd2;
      if (selbuf_conf) begin
        if (apb_PWRITE & apb_PENABLE & tx_empty & (write_bit_num == 0)) begin
          divisor <= apb_PWDATA[15:0];
          {cstopb, parity_odd, use_parity} <= apb_PWDATA[18:16];
        end
      end else if (selbuf_receiver) begin
        if (apb_PENABLE & ~rx_empty & ~apb_PWRITE) rx_outa <= rx_outa + 1'b1;
      end else if (selbuf_transmitter) begin
        if (apb_PWRITE & apb_PENABLE) begin
          fifo_tx[tx_ina] <= apb_PWDATA[7:0];
          tx_ina <= tx_ina + 1'b1;
        end
      end
      if (rx_err_clear) rx_err <= 0;
      if (read_bit_num != 0) begin
        if (read_state != 0)
          read_state <= read_state - 1'b1;
        else begin
          read_bit_num <= read_bit_num - 1'b1;
          read_data <= {uart_rx_buf, read_data[8:1]};
          if (read_bit_num == 4'b1) begin
            if (uart_rx_buf) begin
              fifo_rx[rx_ina] <= use_parity ? {^{read_data, parity_odd}, read_data[7:0]} : {1'b0, read_data[8:1]};
              rx_ina <= rx_ina + 1'b1;
            end else
              if (~rx_err_clear) rx_err <= 1;
          end else read_state <= divisor;
        end
      end else begin
        if (read_state == 16'b0 && ~uart_rx_buf) begin
          read_state[14:0] <= {divisor[15:3], 2'b01};
        end
        if (read_state == 16'b1) begin
          read_state <= divisor;
          read_bit_num <= 4'd9 + use_parity;
          if (~rx_err_clear & uart_rx_buf) rx_err <= 1;
        end
        if (|read_state[14:1]) begin
          read_state <= read_state - 1'b1;
        end
      end
      if (write_state != 0) write_state <= write_state - 1'b1;
      else begin
        if (write_bit_num != 0) begin
          write_bit_num <= write_bit_num - 1'b1;
          {write_data, uart_tx} <= {1'b1, write_data};
          write_state <= divisor;
        end else if (~tx_empty) begin
          write_data <= {use_parity ? ^tx_outv : 1'b1, tx_outv};
          tx_outa <= tx_outa + 1'b1;
          uart_tx <= 0;
          write_state <= divisor;
          write_bit_num <= 4'd9 + use_parity + cstopb;
        end else uart_tx <= 1;
      end
    end
  end
endmodule
==> run.sh <==
#!/bin/bash
# OpenROAD 26Q1-2900-gdf79404cd8, Yosys 0.63+post, stock flow scripts
make -C /OpenROAD-flow-scripts/flow DESIGN_CONFIG=/design/flow/config.mk WORK_HOME=/design/flow/orfs finish
==> config.mk <==
export PLATFORM = sky130hd
export DESIGN_NAME = UartController
export DESIGN_NICKNAME = UartController
export VERILOG_FILES = /design/flow/design.v
export SDC_FILE = /design/flow/constraint.sdc
export NUM_CORES = 4
export LEC_CHECK = 1
export CORE_UTILIZATION = 30
export SYNTH_MEMORY_MAX_BITS = 65536
==> constraint.sdc <==
current_design UartController

set clk_period 2697.4
set clk_io_pct 0.2

create_clock -name clk0 -period $clk_period [get_ports {clk}]

set non_clock_inputs [all_inputs -no_clocks]
set_input_delay [expr $clk_period * $clk_io_pct] -clock clk0 $non_clock_inputs
set_output_delay [expr $clk_period * $clk_io_pct] -clock clk0 [all_outputs]
==> flow_summary.yaml <==
# yosys + openroad results
logic_synthesis:
  enable_flop_cells: 17400
  ys_ff: 17600
  async_flop_share_pct: 0
  ys_cells: 32000
  synth_seq_share_pct: 77.3
  synthCells: 32000
  ys_chip_area_mm2: 0.680
  synth.yosys.warnings: 1
  syn_area_per_cell_um2: 21.2
  synth_cell_types: 87
  synth_area_mm2: 0.680
  yosys_most_used_dff: "edfxtp_1"
grt:
  grt_pass1_vias: 373000
  grt_overflow_total: 0
  grt_usage_pct: 19.4
  met1_usage_pct: 17.4
  met2_usage_pct: 27.1
  antenna_found_initial: 254
  grt_pass1_wl_um: 2870000
  grt_max_degree: 122
  grt_busiest_layer: "met2"
  grt_util_met3_pct: 19.9
pwr:
  pwr-share-clk_pct: 42.9
  power.internal_uw: 433
  leakagePower_nw: 230
  p_sw_share_pct: 20.0
  vdd_drop_max_uv: 0.611
  p_per_area_mw_per_mm2: 0.696
  power.switching_uw: 108
  p_seq_share_pct: 55.5
  power_frac_comb_pct: 1.6
die:
  initial_core_util_pct: 30.1
  core_mm2: 2.26
  boundaryPins: 77
  die_area_mm2: 2.27
  die_h_um: 1510
  row_count: 552
  die_w_um: 1510
clocking:
  post-cts-setup-buffers: 0
  hold_buffers: 0
  clockBufferDepth: 6
  cts_resized: 0
  clk_latency_ns: 1.43
  clk_pin_slew_ns: 0.07
  htree_num_levels: 7
  cts_sinks: 17600
  cts_tree: "built"
  root_buffer: "clkbuf_16"
  cts_buffers: 1686
routing:
  via_per_inst: 5.19
  ant_nets: 0
  dr.pass1.iters: 6
  vias: 338000
  wl_um: 2080000
  avgRoutedWirePerCell_um: 31.8
  drc_errors: 0
  dr.first_iter.drc_count: 24400
setup_path:
  r2r_start: "rx_outa[0]$_SDFFE_PP0P_"
  critPathCaptureType: "output pin"
  path_delay_family: "buffers and inverters"
  cp_slowest_stage_delay_ns: 0.97
  worstSetupPathType: "flop to output pin"
  worst-path-buf-inv: 4
  worst_ep_arrival_time_ns: 4.21
  cp_max_fo: 10
  critPathMostFrequentCell: "buf_4"
  r2r_end: "rx_outv[6]$_DFF_P_"
  r2r_slack_ns: 2688.44
  startpoint_type: "flop"
  slowest_stage: "a22o_1"
  crit_chain: "buf_4 -> nor2b_1 -> buf_4 -> a22o_1 -> buf_4 -> clkdlybuf4s50_1"
  required_ns: 2157.92
  r2r_cells: 15
sta:
  worst_pin_slew_ns: 1.57
  period_used_pct: 20.2
  slew_viol_final: 2
  clock.fmax_ghz: 0.00184
  rsz0062_at_grt: "false"
  relSlewSlack_pct: -5.96
  hold_viol: 0
  fin_skew_ns: 0.119
  setup_violations: 0
  fin_tns_setup_ns: 0
  setup_slack_ns: 2153.71
  period_needed_ns: 543.69
run:
  cap_violations: 1
  warning_count: 101
placed_design:
  io_buffers: 49
  routabilityCongestion: 0.921
  pre_cts_slack_ns: 2153.02
  hpwl_um: 1310000
  placed_cells: 61700
run_status:
  status: "complete, but fails checks"
  violations: "capacitance limit, slew limit"
worst_hold_path:
  hold_class: "flop to flop"
  hp-start: "divisor[6]$_SDFFE_PP0P_"
  whs_path_depth: 2
  min_to: "divisor[6]$_SDFFE_PP0P_"
cells_and_area:
  final_core_util_pct: 34.4
  final_cells: 65200
  drive_above_1_share_pct: 23.9
  area_delta_synth_final_pct: 14.2
Yosys cell counts (50+ instances only):
library cell	n	share of area [%]
mux2i_1	1606	2.4
nor2_1	2373	1.3
buf_4	289	0.32
nor3_1	88	0.065
buf_2	526	0.39
nand2_1	753	0.42
mux2_2	58	0.096
buf_1	267	0.15
nand3_1	166	0.12
o221ai_1	225	0.29
o211ai_1	65	0.072
a221oi_1	319	0.41
o22ai_1	237	0.22
a31oi_1	90	0.083
a21oi_1	622	0.46
edfxtp_1	17400	77
xnor2_1	61	0.079
a211oi_1	126	0.14
a2111oi_0	50	0.064
clkbuf_1	978	0.54
a22oi_1	277	0.31
mux4_2	4107	14
o21ai_0	420	0.31
dfxtp_1	125	0.37
layout make-up:
type | count | area, µm²
inverter | 44 | 225
multi-input combinational | 12300 | 146000
tap | 30200 | 37800
fill | 205000 | 1480000
clock inverter | 1026 | 9490
sequential | 17600 | 526000
timing repair buffer | 1548 | 12500
antenna | 527 | 1320
clock buffer | 2025 | 44100
cell families (layout without fill, tap and decap cells):
| group | after synthesis | count (layout) | synth area share [%] |
|---|---|---|---|
| other | 1 | 539 | 0.000551 |
| DFF | 17600 | 17600 | 77.3 |
| buffers and inverters | 2146 | 4643 | 1.49 |
| muxes | 5771 | 5771 | 16.1 |
| and+or+nand+nor | 3664 | 3664 | 2.20 |
| AOI/OAI and AO/OA | 2769 | 2769 | 2.79 |
| xor gates and xnor gates | 94 | 94 | 0.121 |
| adders and majority gates | 19 | 19 | 0.0350 |
layout by cell type, fill, tap and decap left out, types with 326 or more instances in the layout:
cell type,instances
clkbuf_16,1713
nand2_1,705
clkinv_1,382
edfxtp_1,17400
diode_2,527
clkinv_2,326
buf_4,1444
mux4_2,4107
o21ai_0,411
a21oi_1,620
mux2i_1,1606
nor2_1,2347
sequential cells by signal, summed over array words and instances, names as in the netlist, 4 cells and up:
register	cells
divisor	16
tx_outa	10
rx_outv	9
tx_outv	8
fifo_rx	9216
fifo_tx	8192
write_bit_num	4
write_state	16
read_state	16
rx_ina	10
tx_ina	10
write_data	9
read_data	9
read_bit_num	4
rx_outa	10
worst register-to-register path: stages, from the launching register on:
cell and delay, ns:
dfxtp_4 0.85, buf_4 0.76, buf_4 0.62, buf_4 0.58, buf_4 0.63, buf_4 0.70
buf_4 0.64, mux4_2 0.66, a22o_1 0.23, a221oi_1 0.69, mux4_2 0.51, a221oi_1 0.14
buf_4 0.22, nor4b_1 1.17, buf_4 0.31, o32ai_1 0.09
power groups by stage:
stage | registers (mW) | logic, mW | clock network (mW)
4_1_cts | 0.300 | 0.00843 | 0.235
5_1_grt | 0.300 | 0.00920 | 0.245
6_report | 0.300 | 0.00847 | 0.232
through the flow:
stage / power (mW) / instance area, µm² / hold slack, ns
2_1_floorplan: 0.311 / 680000 / 0.412
3_5_place_dp: 0.314 / 722000 / 0.458
5_1_grt: 0.554 / 776000 / 0.500
3_3_place_gp: 0.314 / 722000 / 0.502
4_1_cts: 0.544 / 776000 / 0.467
6_report: 0.541 / 777000 / 0.466
how the worst max path moves through the flow:
stage                          start            end  slack (ns)  cells after the start
5_1_grt   selbuf_receiver$_SDFF_PP0_  apb_PRDATA[9]     2153.71                      6
6_report  selbuf_receiver$_SDFF_PP0_  apb_PRDATA[9]     2153.71                      6
4_1_cts       selbuf_conf$_SDFF_PP0_  apb_PRDATA[9]     2153.73                      4
per-layer routing:
metal,share of wire [%],up-vias
met5,0.49,-
met4,5.0,376
met3,22,4286
met2,45,25700
met1,28,171000
li1,-,137000
Power and IR drop assume default switching activity.

<file path="flow/config.mk">
export PLATFORM = sky130hd
export DESIGN_NAME = I2cController
export DESIGN_NICKNAME = I2cController
export VERILOG_FILES = /design/flow/design.v
export SDC_FILE = /design/flow/constraint.sdc
export NUM_CORES = 4
export LEC_CHECK = 1
export CORE_UTILIZATION = 30
</file>
<file path="flow/constraint.sdc">
current_design I2cController

set clk_period 3.8
set clk_io_pct 0.2

create_clock -name clk0 -period $clk_period [get_ports {clk}]

set non_clock_inputs [all_inputs -no_clocks]
set_input_delay [expr $clk_period * $clk_io_pct] -clock clk0 $non_clock_inputs
set_output_delay [expr $clk_period * $clk_io_pct] -clock clk0 [all_outputs]
</file>
<file path="flow/design.v">
module I2C (
  input clk,
  input       cmd_active,
  input       cmd_high_speed,
  input [6:0] cmd_addr,
  input       cmd_read,
  input       read_nack,
  output reg  addr_err,
  input            data_valid,
  output reg       data_ready,
  input      [7:0] data_in,
  output reg [7:0] data_out,
  output reg       data_err,
  output i2c_scl,
  output i2c_sda,
  input i2c_sda_IN
);
  localparam HALT          = 3'd0;
  localparam SWITCH_TO_HS  = 3'd1;
  localparam SEND_ADDR     = 3'd2;
  localparam DATA_IDLE     = 3'd3;
  localparam DATA_TRANSFER = 3'd4;
  reg [2:0] state = HALT;
  reg halt_required = 0;
  parameter CLK_FREQ = 60_000_000;
  localparam DIVISOR_400K = CLK_FREQ / (400_000 * 4) - 1 + 1;   
  localparam DIVISOR_HS = CLK_FREQ / (3_000_000 * 4) - 1;   
  reg [5:0] clk_counter = 0;
  reg [1:0] q = 0;
  reg [3:0] bit_counter = 0;
  reg [7:0] data;
  reg hs_state = 0;
  initial data_ready = 0;
  initial data_err = 0;
  initial addr_err = 0;
  reg sda = 1;
  reg sda_in;
  assign i2c_scl = (state == HALT || q[1]) && (state != DATA_IDLE);
  assign i2c_sda = sda;
  always @(posedge clk) begin
    sda_in <= i2c_sda_IN;
    if (state == HALT)
      halt_required <= 0;
    else if (~cmd_active)
      halt_required <= 1;
    if (data_ready) data_ready <= 0;
    if (clk_counter != 0) begin
      clk_counter <= clk_counter - 1'b1;
    end else begin
      clk_counter <= hs_state ? DIVISOR_HS : DIVISOR_400K;
      q <= q + 1'b1;
      if (q == 2'd0 && state != HALT) begin
        if (|bit_counter) begin
          bit_counter <= bit_counter - 1'b1;
          if (~cmd_read || state != DATA_TRANSFER) {sda, data} <= {data, 1'b1};
          else sda <= bit_counter == 4'd1 ? read_nack : 1'b1;
        end else sda <= 0;
      end else if (q == 2'd2) begin
        case (state)
          HALT: begin
            addr_err <= 0;
            data_err <= 0;
            if (~sda)
              sda <= 1;
            else if (cmd_active) begin
              sda <= 0;
              state <= cmd_high_speed ? SWITCH_TO_HS : SEND_ADDR;
              data  <= cmd_high_speed ? 8'h08 : {cmd_addr, cmd_read};
              bit_counter <= 4'd9;
            end
          end
          SWITCH_TO_HS:
            if (bit_counter == 4'd0) sda <= 0;
          SEND_ADDR:
            if (bit_counter == 4'd0) addr_err <= sda_in;
          DATA_TRANSFER: begin
            if (cmd_read) data <= {data[6:0], sda_in};
            if (bit_counter == 4'd0) begin
              if (~data_ready) data_ready <= 1;
              data_out <= data;
              if (~cmd_read) data_err <= sda_in;
            end
          end
          default: begin end
        endcase
      end else if (q == 2'd3) begin
        case (state)
          SWITCH_TO_HS:
            if (bit_counter == 4'd0) begin
              state <= SEND_ADDR;
              data <= {cmd_addr, cmd_read};
              bit_counter <= 4'd9;
              hs_state <= 1;
            end
          SEND_ADDR, DATA_TRANSFER:
            if (bit_counter == 4'd0) state <= DATA_IDLE;
          DATA_IDLE:
            if (halt_required) begin
              state <= HALT;
              hs_state <= 0;
            end else if (data_valid) begin
              state <= DATA_TRANSFER;
              data <= data_in;
              bit_counter <= 4'd9;
            end
          default: begin end
        endcase
      end
    end
  end
endmodule
module I2cController(
  input clk,
  input reset,
  input       [3:0] apb_PADDR,
  input             apb_PSEL,
  input             apb_PENABLE,
  output            apb_PREADY,
  input             apb_PWRITE,
  input      [31:0] apb_PWDATA,
  output reg [31:0] apb_PRDATA,
  output i2c_scl,
  output i2c_sda,
  input i2c_sda_IN
);
  reg [6:0] cmd_addr;
  reg cmd_high_speed, cmd_read, read_nack;
  reg has_data;
  wire addr_err, data_err, data_ready;
  reg [7:0] data_in;
  wire [7:0] data_out;
  reg [7:0] byte_counter;
  wire busy = (has_data ^ cmd_read) & |byte_counter;
  I2C i2c(
    .clk(clk),
    .cmd_active(|byte_counter),
    .cmd_high_speed(cmd_high_speed),
    .cmd_addr(cmd_addr),
    .cmd_read(cmd_read),
    .addr_err(addr_err),
    .read_nack(byte_counter == 1),
    .data_valid(busy),
    .data_ready(data_ready),
    .data_in(data_in),
    .data_out(data_out),
    .data_err(data_err),
    .i2c_scl(i2c_scl),
    .i2c_sda(i2c_sda),
    .i2c_sda_IN(i2c_sda_IN)
  );
  assign apb_PREADY = 1'b1;
  always @(posedge clk) begin
    if (reset) begin
      cmd_addr <= 7'd0;
      {cmd_high_speed, cmd_read} <= 2'd0;
      byte_counter <= 0;
      has_data <= 0;
    end else begin
      if (data_ready & busy) begin
        byte_counter <= byte_counter - 1'b1;
        has_data <= ~has_data;
      end
      if (apb_PSEL & ~apb_PWRITE) begin
        case (apb_PADDR[3:2])
          2'd0: apb_PRDATA <= {busy, 20'd0, addr_err, data_err, cmd_high_speed, cmd_read, cmd_addr};
          2'd1: apb_PRDATA <= {24'd0, byte_counter};
          2'd2: begin
            apb_PRDATA <= {24'd0, data_out};
            if (cmd_read & apb_PENABLE & has_data) has_data <= 0;
          end
          default:;
        endcase
      end else if (apb_PSEL & apb_PENABLE & apb_PWRITE) begin
        case (apb_PADDR[3:2])
          2'd0: {cmd_high_speed, cmd_read, cmd_addr} <= apb_PWDATA[8:0];
          2'd1: byte_counter <= apb_PWDATA[7:0];
          2'd2: begin
            data_in <= apb_PWDATA[7:0];
            has_data <= 1;
          end
          default:;
        endcase
      end
    end
  end
endmodule
</file>
<file path="flow/run.sh">
#!/bin/bash
# OpenROAD 26Q1-2900-gdf79404cd8, Yosys 0.63+post, stock flow scripts
make -C /OpenROAD-flow-scripts/flow DESIGN_CONFIG=/design/flow/config.mk WORK_HOME=/design/flow/orfs finish
</file>
==> out/writeup.txt <==
The run finished with clean final reports. Class of the worst hold path: reg -> reg. Nets still carrying antenna violations after routing amount to 0.

The run gives 9 as the TritonCTS buffer count. The height of the chip was 115 um. The standard cell area after detailed placement was 4200 sq um; the number of placed I/O pins was 77. For reference, the clock transition at the flip-flops on the worst setup and hold paths is 0.05 ns. The actual slew at the worst max-slew pin is 0.804 ns, and the fraction of layout cells with a size suffix above 1 is 6.30%.

Cells fill 36.4% of the core in the end. OpenROAD reports that the post-layout worst path occupies 71.4% of the period. The final wirelength was 8010 um; the chip area from the yosys synthesis statistics was 3840 sq um.

CTS reports a maximum clock tree buffer depth of 2. The overall global routing resource usage came out at 13.1%. The worst stage delay on the critical path is 0.72 ns. Buffers inserted to repair hold after CTS numbered 0.

After routing the design area is 4470 sq um. With the post-cts gate resize count at 0, the effective utilization at floorplan is 31.3%. The initial antenna violation count was 0; the final worst setup slack was 1.09 ns. The script logs the mean routed wire length per placed instance as 13.8 um.

The critical path goes through inv_1 -> ha_1 -> or3b_1 -> a21oi_1 -> a2bb2oi_1 -> nor2_1 -> a2111oi_1. The number of antenna repair diodes is 0. The OpenROAD report gives the critical path a required time of 3.76 ns. The hold violation count in the final report came out at 0. The via count of the first global-routing pass was 2524.

Adding up every negative setup slack in the final design gives 0 ns. The worst pin sits at a relative slew slack of 46.3%. The type of element capturing the critical path is a register.

The analysis attributes to net switching a power of 0.362 mW. With the count of unique library cells instantiated by Yosys at 57, the sequential share of the synthesized area is 52.4%. Net switching is 21.0% of the power. The first detailed-routing pass ran for 4 iterations. Per the repair_timing log after CTS, setup buffers inserted total 0. Detailed placement ended at an HPWL of 5930 um.

Sort of element at the start of the critical path: a register. For the worst setup path, the data arrival time is 2.67 ns. The average instance area after synthesis came out at 10.0 sq um.

The run gives 1.36 mW for the cell-internal power. According to the floorplan report, the total die area is 13300 sq um. The final tally of setup violations is 0. The library cell used as clock root buffer was sky130_fd_sc_hd__clkbuf_16. Detailed routing inserted a total of 2783 vias. The mapped netlist covers 3840 sq um.

met3 track demand over resource after global routing is 4.56%. The placement summary gives the final routability congestion estimate as 0.882. The number of cell instances after yosys synthesis was 384.

TritonCTS built the clock tree. Layer with the highest usage: met1. The detailed router finished its first iteration with 203 violations. After synthesis, the share of flip-flops with an asynchronous set or reset is 0%. The family with the most delay on the worst path is AND-OR/OR-AND gates. The count of mapped cells out of synthesis was 384; the number of synthesized register bits was 76. The final timing report lists clock skew as 0.00515 ns.

Looking at the critical path, the single cell with the biggest stage delay is sky130_fd_sc_hd__a2111oi_1. The largest fanout of any net on the critical path was 7; the number of buffers and inverters on the critical path was 1. The areal power density over the cells is 385 nW/um^2. Type of the worst setup path: reg -> reg.

Per the OpenROAD floorplan log, the width of the die is 115 um. The placeable core region is 12300 sq um. TritonRoute reported its final design rule violation total as 0. The signed area change from the synthesized netlist to the final layout was 16.3%; the number of pins with negative max-slew slack in the final report was 0. The floorplan has 40 rows. The fmax is 0.369 GHz, and the via-per-instance ratio is 4.79. The part of the power in combinational logic is 4.6%. The share of total power dissipated in sequential elements is 51.8%. At the later pin of the worst-skew pair, clock insertion delay measures 0.33 ns. The count of yosys warnings during synthesis came out at 2. The tightest hold path in the finished design has a slack of 0.440 ns. The leakage power total is 1.54 nW. The run gives 3 for the deepest level of the CTS H-tree.

The analysis reports a worst IR drop on VDD of 0.209 mV. Setup repair after global routing left no endpoint under its margin. Before CTS, the worst setup slack after placement is 1.06 ns. The run gives 30 for the count of buffers inserted at the top-level ports.

The global routing usage on met2 was 19.3%; the met1 layer usage reported by global route was 19.6%. Counting every sink on the clock net gives 76. The share of total power dissipated in the clock network is 43.6%. The global route stage reports its total congestion overflow as 0. In this run, synthesis inferred 49 flip-flops with an integrated enable. In this run the maximum-capacitance check reported violations numbering 0. The count of warning messages emitted by the tools was 58; the shortest period the worst path allows was 2.71 ns. The maximum number of pins on one net before global-route repair was 22; the first-pass GRT wire length was 12900 um. Post-synth the commonest register cell is sky130_fd_sc_hd__edfxtp_1.
==> stage by stage <==
stage                     power (mW)  instances
after floorplan                0.962        403
after global placement         0.987        565
after detailed placement       0.988        565
after CTS                       1.74        581
after global routing            1.79        581
final                           1.72        581
==> path summary, 6_finish.rpt <==
| kind | cells after the start | start | endpoint | slack [ns] |
|---|---|---|---|---|
| worst max-delay path | 7 | i2c.bit_counter[0] | i2c.state[1] | 1.09 |
| worst max register to register | 7 | i2c.bit_counter[0] | i2c.state[1] | 1.09 |
| worst min-delay path | 1 | i2c.hs_state | i2c.clk_counter[0] | 0.44 |
| worst min register to register | 1 | i2c.hs_state | i2c.clk_counter[0] | 0.44 |
==> logic make-up (layout without fill, tap and decap cells) <==
logic type / count (synthesis) / after routing / synth area share (%)
simple gates: 131 / 131 / 16.3
compound gates: 85 / 85 / 14.3
flops: 76 / 76 / 52.4
buf+inv: 59 / 69 / 8.18
xor+xnor: 14 / 14 / 3.19
fa+ha+maj: 13 / 13 / 4.24
mux: 4 / 4 / 1.11
other cells: 2 / 21 / 0.196
==> final cells by class <==
type | instances | area, sq um
fill | 1166 | 7800
sequential | 76 | 2010
multi-input combinational | 268 | 1580
timing repair buffer | 33 | 323
clock buffer | 11 | 233
tap | 168 | 210
inverter | 20 | 75.1
clock inverter | 5 | 28.8
==> placed cells by master (no fill, tap or decap), drive strengths merged, types with 3 or more instances in the layout <==
cell type       n
a31oi           3
clkdlybuf4s50  30
nand2          43
nand4           3
clkinv          4
and3            3
o31ai           5
a211oi          6
inv            19
nor2b           4
dfxtp          27
a22oi          13
and2            4
buf             3
o21ai          16
clkbuf         11
nor2           44
nand3           4
conb           21
nor3            9
edfxtp         49
a21oi          30
ha             13
xnor2           9
xor2            5
==> cell usage after synthesis (2+ instances only) <==
library cell | count | area share [%]
sky130_fd_sc_hd__a21oi_1 | 29 | 3.8
sky130_fd_sc_hd__clkbuf_1 | 14 | 1.4
sky130_fd_sc_hd__buf_2 | 2 | 0.26
sky130_fd_sc_hd__nand2_1 | 43 | 4.2
sky130_fd_sc_hd__ha_1 | 13 | 4.2
sky130_fd_sc_hd__nor3_1 | 9 | 1.2
sky130_fd_sc_hd__o21ai_0 | 15 | 2.0
sky130_fd_sc_hd__a211oi_1 | 6 | 1.2
sky130_fd_sc_hd__nor2_1 | 44 | 4.3
sky130_fd_sc_hd__conb_1 | 2 | 0.20
sky130_fd_sc_hd__mux2i_1 | 2 | 0.52
sky130_fd_sc_hd__xnor2_1 | 9 | 2.1
sky130_fd_sc_hd__a31oi_1 | 3 | 0.49
sky130_fd_sc_hd__edfxtp_1 | 49 | 38
sky130_fd_sc_hd__nand2b_1 | 2 | 0.33
sky130_fd_sc_hd__nor2b_1 | 4 | 0.65
sky130_fd_sc_hd__nor4_1 | 2 | 0.33
sky130_fd_sc_hd__buf_4 | 22 | 4.3
sky130_fd_sc_hd__o31ai_1 | 4 | 0.78
sky130_fd_sc_hd__and2_1 | 3 | 0.49
sky130_fd_sc_hd__nand4_1 | 3 | 0.49
sky130_fd_sc_hd__and3_1 | 3 | 0.49
sky130_fd_sc_hd__a22oi_1 | 13 | 2.5
sky130_fd_sc_hd__dfxtp_1 | 27 | 14
sky130_fd_sc_hd__nand3_1 | 4 | 0.52
sky130_fd_sc_hd__nor3b_1 | 2 | 0.39
sky130_fd_sc_hd__nand3b_1 | 2 | 0.39
sky130_fd_sc_hd__inv_1 | 19 | 1.9
sky130_fd_sc_hd__mux2_2 | 2 | 0.59
sky130_fd_sc_hd__xor2_1 | 5 | 1.1
==> registers in the layout (all words and copies together) (netlist names) <==
| name | count |
|---|---|
| apb_PRDATA | 12 |
| byte_counter | 8 |
| cmd_addr | 7 |
| cmd_high_speed | 1 |
| cmd_read | 1 |
| data_in | 8 |
| has_data | 1 |
| i2c.addr_err | 1 |
| i2c.bit_counter | 4 |
| i2c.clk_counter | 6 |
| i2c.data | 8 |
| i2c.data_err | 1 |
| i2c.data_out | 8 |
| i2c.data_ready | 1 |
| i2c.halt_required | 1 |
| i2c.hs_state | 1 |
| i2c.q | 2 |
| i2c.sda | 1 |
| i2c.sda_in | 1 |
| i2c.state | 3 |
==> metal layers <==
layer | up-vias | part of all wire [%]
li1 | 1378 | -
met1 | 1293 | 47
met2 | 105 | 43
met3 | 7 | 9.2
met4 | 0 | 1.5
met5 | - | 0
==> power groups by stage <==
stage / Clock (mW) / Combinational (mW) / Sequential (mW)
4_1_cts: 0.768 / 0.0809 / 0.890
6_report: 0.750 / 0.0799 / 0.891
5_1_grt: 0.809 / 0.0902 / 0.891
No activity file was given, so power comes from the tool's default toggle rates.
